===== ./config.mk =====
export PLATFORM = sky130hd
export DESIGN_NAME = ConfigurationUnit
export DESIGN_NICKNAME = ConfigurationUnit
export VERILOG_FILES = /design/flow/design.v
export SDC_FILE = /design/flow/constraint.sdc
export NUM_CORES = 4
export LEC_CHECK = 1
export CORE_AREA = 10 10 81 81
export DIE_AREA = 0 0 91 91

===== ./constraint.sdc =====
current_design ConfigurationUnit

set clk_period 1.0
set clk_io_pct 0.2

create_clock -name clk0 -period $clk_period [get_ports {clock}]

set non_clock_inputs [all_inputs -no_clocks]
set_input_delay [expr $clk_period * $clk_io_pct] -clock clk0 $non_clock_inputs
set_output_delay [expr $clk_period * $clk_io_pct] -clock clk0 [all_outputs]

===== ./design.v =====
`timescale 1ns / 1ps
`default_nettype none
module ConfigurationUnit(
        clock,
        request,
        confirm,
        key,
        inputData,
        dataP,
        dataQ);
input clock;
input request;
input confirm;
input [7:0] key;
input [7:0] inputData;
output [6:0] dataP;
output [6:0] dataQ;
wire writeRegP;
wire writeRegQ;
	Register7Bit RegisterP(
		.clock(clock),
	 	.enable(writeRegP),
	 	.din(inputData[6:0]),
	 	.dout(dataP));
	Register7Bit RegisterQ(
		.clock(clock),
	 	.enable(writeRegQ),
	 	.din(inputData[6:0]),
	 	.dout(dataQ));
	InformationController InformationControllerUnit(
		.clock(clock),
	 	.request(request),
	 	.confirm(confirm),
	 	.password(key),
	 	.user(inputData),
	 	.writeRegP(writeRegP),
	 	.writeRegQ(writeRegQ));
endmodule
`timescale 1ns / 1ps
`default_nettype none
module InformationController(
        clock,
        request,
	 	confirm,
	 	password,
	 	user,
	 	writeRegP,
	 	writeRegQ);
input clock;
input request;
input confirm;
input [7:0] user;
input [7:0] password;
output writeRegP;
output writeRegQ;
reg writeRegP;
reg writeRegQ;
reg [2:0] Prstate, Nxtstate;
parameter [7:0]key = 8'b11111111;
parameter a = 3'b000, b = 3'b001, c = 3'b010, d = 3'b011, e = 3'b100, f = 3'b101, g = 3'b110;
	initial 
	begin
		writeRegP = 0;
		writeRegQ = 0;
		Prstate = a;
		Nxtstate = a;
	end
   always @ (posedge clock)
      Prstate = Nxtstate;
   always @ (Prstate or password or user or request)    
         case (Prstate)
            a: if (request) Nxtstate = b;
					else
						Nxtstate = a;
            b: if (request)
						if (password == key) 
							if (confirm)
								Nxtstate = c;  
							else 
								Nxtstate = e;
					else
						Nxtstate = a;
            c: if (request)
						if (user[7] == 1'b0)
							begin
								if (confirm)
									Nxtstate = f;
							end
						else 
							if (confirm) Nxtstate = g;
								else Nxtstate = e;
					else
						Nxtstate = a;
            f:
					if (request)
					begin
						writeRegP = 1;
						writeRegQ = 0;
						Nxtstate = a;
					end
					else 
						Nxtstate = a;
            g: 
					if (request)
					begin
						writeRegQ = 1;
						writeRegP = 0;
						Nxtstate = a;
					end
					else
						Nxtstate = a;
            e: 
					if (request)
						Nxtstate = b;
					else
						Nxtstate = a;
         endcase
endmodule
`timescale 1ns / 1ps
`default_nettype none
module Register7Bit(
        clock,
        enable,
        din,
        dout);
input clock;
input enable;
input [6:0] din;
output [6:0] dout;
reg [6:0] data;
initial 
begin
	data = 7'b0000000;
end
	always @(posedge clock) 
	begin : proc_data
		if(enable) begin
			data <= din;
		end
	end
	assign dout = data;
endmodule

===== ./run.sh =====
#!/bin/bash
# OpenROAD 26Q1-2900-gdf79404cd8, Yosys 0.63+post, stock flow scripts
make -C /OpenROAD-flow-scripts/flow DESIGN_CONFIG=/design/flow/config.mk WORK_HOME=/design/flow/orfs finish

==> impl_metrics.csv <==
group,metric,value,unit
power_and_ir_drop,leakagePower,0.407,nW
global_routing,grt_pass1_vias,479,
final_timing,setup_viol,0,
route,drc,0,
critical_path,worstPathMaxFanout,1,
critical_path,cp_top_family,"flip-flops",
yosys,top_cell,"edfxtp_1",
critical_path,crit_slowest_cell,"edfxtp_1",
global_routing,grt_pass1_wl,2400,um
job,warning_count,25,
yosys,ys_top_cells_by_area,"edfxtp_1, dlxtn_1, dfxtp_1",
clock_tree,cts_tree,"built",
global_routing,grt_overflow,0,
critical_path,cp_num_buf_inv,1,
route,num_antenna_cells,0,
final_timing,fin_crit_sh,93.1,%
critical_path,cp_cell_sequence,"buf_2",
yosys,netlist-cell-type-count,19,
yosys,ys_cells,43,
clock_tree,cts_htree_levels,1,
power_and_ir_drop,p_per_area,1270,nW/um^2
final_timing,finalHoldViolCount,0,
floorplanning,core_area,4820,um^2
clock_tree,cts_buffers,3,
status,status,"completed",
global_routing,grt_start_max_net_pins,11,
final_layout,nFillCells,532,
power_and_ir_drop,power,1.37,mW
yosys,ys_warn_count,2,
final_timing,timing.fmax,1070,MHz
route,via_count,464,
floorplanning,fp_util,14.5,%
route,first_pass_iters,2,
critical_path,cp.required,0.80,ns
final_layout,layout-drive-gt1-share,29.1,%
global_routing,grt_usage,3.57,%
hold_path,hp-class,"input pin to flop",
final_timing,untimed_endpoints,22,
clock_tree,root_buffer,"clkbuf_8",
yosys,yosys.stat.chipArea,697,um^2
yosys,synth-seq-cells,22,
yosys,avgSynthCellArea,16.2,um^2
clock_tree,hold_buffers,0,
yosys,netlist.area_leader.share,60.3,%
route,first_iter_violations,10,
route,viasPerCell,3.18,
yosys,edf_count,14,
final_timing,unclocked_regs,5,
yosys,yosys-top-cells-count,"edfxtp_1, dlxtn_1, dfxtp_1, nand2_1",
final_layout,regArea,556,um^2
critical_path,cp_slowest_stage_delay,0.37,ns
clock_tree,clk_pin_slew_worst_paths,0.06,ns
critical_path,startpoint_type,"flop",
final_timing,min_period,0.931,ns
floorplanning,fp.dieH,91,um
floorplanning,die_w,91,um
route,wl_per_cell,10.6,um
yosys,flop_cell,"edfxtp_1",
route,wirelength,1550,um
final_layout,combGateArea,138,um^2
critical_path,cp-end-kind,"output port",
place,dp_hpwl,1300,um
yosys,synth_area,697,um^2
job,drv_cap,0,
final_timing,slew_viol_final,0,
final_layout,area_growth,54.6,%
place,place.gp.congestion,0.677,
final_timing,worst_slew_pin_slew,0.335,ns
power_and_ir_drop,peakVddDrop,0.356,mV
critical_path,critPathArrivalTime,0.73,ns
floorplanning,chip_area,8280,um^2
floorplanning,num_io_pins,33,
yosys,synthesis.instances,43,
place,port_buffers,32,
yosys,ys_async_sr_fraction,0,%
critical_path,worstSetupPathType,"flop to output port",
final_layout,final_core_util,22.4,%
floorplanning,num_rows,25,
yosys,top_area_cell,"edfxtp_1",
final_timing,rsz0062_at_grt,"no",
global_routing,antenna_found_initial,0,
final_timing,fin_tns_setup,0,ns
route,antenna_left,0,
final_timing,relSlewSlack,77.7,%
clock_tree,clock_path_buffers,2,
[where the power goes]
part           internal, mW  switching (mW)  leakage (nW)
clock network         0.275           0.211        0.0255
registers             0.782         0.00366         0.201
logic                0.0743          0.0228         0.181
[state kept, by name (all words and copies together), names as in the netlist]
name,flops
InformationControllerUnit.Prstate,3
RegisterP.data,7
RegisterQ.data,7
InformationControllerUnit.Nxtstate,3
InformationControllerUnit.writeRegQ,1
InformationControllerUnit.writeRegP,1
[timing repair]
| action | 4_1_cts | 5_1_grt |
|---|---|---|
| endpoints found under the setup margin | 14 | 7 |
| gates resized | 35 | 7 |
| setup buffers | 0 | 0 |
[routing by layer]
layer | vias up | routed length (um) | track usage, %
li1 | 231 | - | -
met1 | 205 | 727 | 4.79
met2 | 28 | 557 | 4.42
met3 | 0 | 264 | 2.90
met4 | 0 | 0 | 0.522
met5 | - | 0 | 0
[cell families (layout without fill, tap and decap cells)]
family	Yosys count	after routing	share of synthesized area, %
xor gates and xnor gates	1	1	1.26
muxes	1	1	1.44
DFF	17	17	68.9
AOI/OAI and AO/OA	4	4	3.95
latches	5	5	10.8
buffers and inverters	1	37	0.538
and+or+nand+nor	14	14	13.1
[layout by cell type, fill, tap and decap left out]
cell type / n
a21oi_2: 1
and2b_2: 1
and3_2: 1
buf_2: 7
clkbuf_2: 7
clkbuf_8: 3
clkdlybuf4s50_1: 18
clkinv_2: 1
dfxtp_1: 3
dlxtn_1: 5
edfxtp_1: 14
inv_1: 1
mux2i_1: 1
nand2_1: 3
nand2b_1: 2
nand3_1: 2
nand3b_1: 1
nand4_1: 1
nand4b_1: 1
nor3b_1: 1
o21ai_0: 2
o21ai_2: 1
or4_4: 1
xor2_1: 1
[worst paths after layout]
kind / endpoint / cells past startpoint / slack [ns] / start
max: dataQ[0] / 1 / 0.07 / RegisterQ.data[0]$_DFFE_PP_
min: RegisterQ.data[3]$_DFFE_PP_ / 1 / 0.53 / inputData[3]
[final cells by class]
cell class | instances | area share [%]
Sequential cell | 22 | 51.6
Clock inverter | 1 | 0.465
Tap cell | 67 | 7.78
Multi-Input combinational cell | 20 | 12.8
Clock buffer | 3 | 3.83
Inverter | 1 | 0.348
Timing Repair Buffer | 32 | 23.2
[per-stage QoR]
step                      instance area (um^2)  cells  worst slack [ns]  hold WS (ns)
after floorplan                            697     43             0.501         0.299
after global placement                    1100    142            0.0243         0.789
after detailed placement                  1100    142           0.00857         0.787
after CTS                                 1110    146           0.00693         0.529
after global routing                      1080    146           0.00309         0.526
final                                     1080    146            0.0687         0.534
Power figures rest on the tool's default switching activity, not on a simulated workload.
