--- flow/design.v ---
`timescale 1ns / 1ps
module azm6(
    input  a0,
	 input  a1,
	 input  a2,	 
	 input b0,
	 input b1,
	 input b2,
	 input l, 
	 input e, 
	 input g,
    output lt, 
	 output eq, 
	 output gt
    );
	 wire [0:13] w;
	 wire [0:2] anot; 
	 wire [0:2] bnot;
	 not (anot[0], a0);
	 not (anot[1], a1);
	 not (anot[2], a2);
	 not (bnot[0], b0);
	 not (bnot[1], b1);
	 not (bnot[2], b2);
	 and (w[0], bnot[2], a2);
	 and (w[1], bnot[1], a1, w[3]);
	 and (w[2], bnot[0], a0, w[3], w[4]);
	 and (w[5], b2, anot[2]);
	 and (w[6], b1, anot[1], w[8]);
	 and (w[7], b0, anot[0], w[8], w[9]);
	 xnor (w[3], b2, a2);
	 xnor (w[4], b1, a1);
	 xnor (w[8] , a2, b2);
	 xnor (w[9] , a1, b1);
	 or (w[10], w[0], w[1], w[2]);
	 or (w[11], w[5], w[6], w[7]);
	 wire nl, ng;
	 not (nl, l);
	 not (ng, g);
	 and (w[12], w[10], nl);
	 or (gt, w[12], g);
	 and (w[13], w[11], ng);
	 or (lt, w[13], l);
	 xnor (eq, gt, lt);
endmodule
`timescale 1ns / 1ps
module azm6_8bit(
    input a0,
	 input a1,
	 input a2,
	 input a3,
	 input a4,
	 input a5,
	 input a6,
	 input a7,
	 input b0,
	 input b1,
	 input b2,
	 input b3,
	 input b4,
	 input b5,
	 input b6,
	 input b7,
	 input g,
	 input e,
	 input l,
    output gt,
	 output eq,
	 output lt
    );
	 wire [0:5] w;
	reg li, ei, gi;
	initial 
	begin
		li = 0;
		ei = 1;
		gi = 0;
	end
	 azm6 com1(
			.a0(li),
			.a1(a0),
			.a2(a1),
			.b0(li),
			.b1(b0),
			.b2(b1),
			.l(li),
			.e(ei),
			.g(gi),
			.lt(w[0]),
			.eq(w[1]),
			.gt(w[2])
	 );
	 azm6 com2(
			.a0(a2),
			.a1(a3),
			.a2(a4),
			.b0(b2),
			.b1(b3),
			.b2(b4),
			.l(w[0]),
			.e(w[1]),
			.g(w[2]),
			.lt(w[3]),
			.eq(w[4]),
			.gt(w[5])
	 );
	 azm6 com3(
			.a0(a5),
			.a1(a6),
			.a2(a7),
			.b0(b5),
			.b1(b6),
			.b2(b7),
			.l(w[3]),
			.e(w[4]),
			.g(w[5]),
			.lt(lt),
			.eq(eq),
			.gt(gt)
	 );
endmodule
`timescale 1ns / 1ps
module FallingDetector(
	fdSensorValue,
	fdFactoryValue,
	fallDetected
	);
	input [7:0] fdSensorValue;
	input [7:0] fdFactoryValue;
	output fallDetected;
	wire gt,eq,li;
	azm6_8bit com(
	.a0(fdFactoryValue[7]),
	.a1(fdFactoryValue[6]),
	.a2(fdFactoryValue[5]),
	.a3(fdFactoryValue[4]),
	.a4(fdFactoryValue[3]),
	.a5(fdFactoryValue[2]),
	.a6(fdFactoryValue[1]),
	.a7(fdFactoryValue[0]),
	.b0(fdSensorValue[7]),
	.b1(fdSensorValue[6]),	
	.b2(fdSensorValue[5]),
	.b3(fdSensorValue[4]),
	.b4(fdSensorValue[3]),
	.b5(fdSensorValue[2]),
	.b6(fdSensorValue[1]),
	.b7(fdSensorValue[0]),
	.g(1'b0),
	.e(1'b1),
	.l(1'b0),
	.gt(gt),
	.eq(eq),
	.lt(li)
	);
	or (fallDetected,eq,gt);
endmodule
--- flow/run.sh ---
#!/bin/bash
# OpenROAD 26Q1-2900-gdf79404cd8, Yosys 0.63+post, stock flow scripts
make -C /OpenROAD-flow-scripts/flow DESIGN_CONFIG=/design/flow/config.mk WORK_HOME=/design/flow/orfs finish
--- flow/config.mk ---
export PLATFORM = sky130hd
export DESIGN_NAME = FallingDetector
export DESIGN_NICKNAME = FallingDetector
export VERILOG_FILES = /design/flow/design.v
export SDC_FILE = /design/flow/constraint.sdc
export NUM_CORES = 4
export LEC_CHECK = 1
export CORE_AREA = 10 10 70 70
export DIE_AREA = 0 0 80 80
--- flow/constraint.sdc ---
current_design FallingDetector

set clk_period 1.4
set clk_io_pct 0.2

create_clock -name clk0 -period $clk_period

set non_clock_inputs [all_inputs -no_clocks]
set_input_delay [expr $clk_period * $clk_io_pct] -clock clk0 $non_clock_inputs
set_output_delay [expr $clk_period * $clk_io_pct] -clock clk0 [all_outputs]
==> summary.json <==
{
  "run_status": "finished with violations",
  "violations_in_the_final_reports": "setup timing",
  "fmax_mhz": 675,
  "peakVddDrop_mv": 0.0703,
  "synthTopCellsByArea": "ha_1 (45%), inv_1 (15%), nand4b_1 (13%)",
  "power_switching_share": 0.436,
  "grt_antenna_before_repair": 0,
  "flop-count": 0,
  "nFillCells": 392,
  "gp_routability_congestion": 0.739,
  "initialDrtViolationCount": 4,
  "wire_per_inst_um": 8.64,
  "synthTopLogicFamily": "adder cells",
  "boundaryPins": 17,
  "sw_power_mw": 0.0661,
  "drc_errors": 0,
  "timing_max_transition_violations_final": 0,
  "syn_area_per_cell_um2": 7.38,
  "yosys-stat-area_um2": 280,
  "first_pass_grt_wire_length_mm": 1.46,
  "hold_viol": 0,
  "hold_class": "in2out",
  "min_path_cells": 5,
  "tool_warnings": 39,
  "hold_end": "fallDetected",
  "antenna_cells": 0,
  "vias": 305,
  "setup_ws_ps": -82.0,
  "unrepaired_setup_endpoints_after_global_routing": "yes",
  "clockBufferCount": 0,
  "grt_max_degree": 5,
  "fa_ha_area_frac": 0.446,
  "fin_tns_setup_ps": -82.0,
  "regArea_um2": 0,
  "post_synth_and_or_nand_nor_area_fraction": 0.196,
  "fraction_of_the_yosys_area_taken_by_sequential_cells": 0,
  "grt_remaining_overflow": 0,
  "slowest_delay_ps": 250,
  "worst_ep_required_time_ps": 1120,
  "worst_slew_pin_slew_ps": 143,
  "grtUsageTotal": 0.0272,
  "cp_slowest_cell": "ha_4",
  "share_of_cells_above_drive_strength_1": 0.552,
  "final_critical_path_share_of_the_clock_period": 1.06,
  "yosys.area_share.xor_xnor": 0,
  "final.hold.worst_slack_ps": 1030,
  "rows": 21,
  "setup-violations-final": 1,
  "dieArea_um2": 6400,
  "area_of_the_placeable_core_um2": 3420,
  "clockPowerShare": 0,
  "layout-area-overhead-vs-synth_pct": 110,
  "wirelength_um": 899,
  "period_minus_slack_ps": 1480,
  "drv.max_cap_violation_count": 0,
  "cts.hold.buffers_added": 0,
  "synth_warnings": 1,
  "min-delay-start": "fdFactoryValue[6]",
  "detailed_place_hpwl_um": 759,
  "syn-instance-count": 38,
  "critPathMaxFanout": 4,
  "netlist.top_cell.by_area": "ha_1",
  "share_comb_of_total_power": 1.000,
  "dominant_cell_area_share": 0.446,
  "mux_area_frac": 0,
  "postRouteAntennaNets": 0,
  "buffer_ports.inserted": 17,
  "ys_cells": 38,
  "synth_cell_type_count": 11,
  "initial_utilization": 0.0821,
  "leakage_nw": 0.264,
  "internal_power_mw": 0.0853,
  "crit_path_start_kind": "input pin",
  "route.detailed.vias_per_inst": 2.93,
  "aoi_share": 0.210,
  "die_w_um": 80,
  "die_height_um": 80,
  "worstSetupEndpointType": "output pin",
  "drt_pre_antenna_iters": 2,
  "cts_post_setup_buffers_inserted": 0,
  "crit_chain": "buf_8, ha_4, a21oi_2, nand2_1, a211oi_2, o21ai_1, buf_2",
  "crit_type": "in2out",
  "portion_of_total_power_attributed_to_sequential_cells": 0,
  "vias_in_the_first_global_route": 328,
  "synth_top_cell_by_count": "inv_1",
  "worst_slew_margin_rel": 0.904,
  "mi_logic_area_um2": 338,
  "critical_path_arrival_ps": 1200,
  "synth.cells.most_frequent": "inv_1 (11), ha_1 (10), a21oi_1 (4), nand4b_1 (4), nand2_1 (3)",
  "power_density_nw_per_um2": 257,
  "post_synth_design_cell_area_um2": 280
}
## layout make-up
cell class,instances,area share
well taps,46,0.0977
inverters,11,0.0743
repair buffers,20,0.255
multi-input cells,27,0.573
## cells by family after synthesis
| logic type | after synthesis |
|---|---|
| simple gates | 9 |
| fa+ha+maj | 10 |
| buf+inv | 11 |
| compound gates | 8 |
## power by group through the flow
stage | registers [mW] | logic, mW | clock network, mW
6_report | 0 | 0.151 | 0
5_1_grt | 0 | 0.169 | 0
4_1_cts | 0 | 0.147 | 0
## routing by layer
layer,vias up,GRT usage,routed length (µm)
li1,168,-,-
met1,126,0.0409,454
met2,11,0.0353,336
met3,0,0.0136,108
met4,0,0,0
met5,-,0,0
## repair_timing
item                                    CTS  global route
pin swaps                                16             3
endpoints found under the setup margin    1             1
resized                                  69             3
## worst max path at each step
stage | startpoint | to | slack [ps] | depth (start not counted)
finish | fdFactoryValue[3] | fallDetected | -80 | 7
global route | fdSensorValue[3] | fallDetected | -130 | 8
CTS | fdFactoryValue[3] | fallDetected | -100 | 7
## stage by stage
step | cells | util | setup WS [ps] | power [mW] | instance area, µm²
floorplan | 38 | - | 64.5 | 0.0550 | 280
detailed placement | 104 | 0.155 | -987 | 0.130 | 531
global placement | 104 | 0.155 | -956 | 0.128 | 531
CTS | 104 | 0.169 | -96.2 | 0.147 | 578
finish | 104 | 0.173 | -82.0 | 0.151 | 589
global route | 104 | 0.173 | -129 | 0.169 | 589
## placed cells by master (no fill, tap or decap)
| cell type | netlist | final |
|---|---|---|
| inv_4 | 0 | 1 |
| nand2_1 | 3 | 3 |
| buf_8 | 0 | 2 |
| nor2_1 | 1 | 1 |
| buf_2 | 0 | 9 |
| inv_1 | 11 | 6 |
| a21oi_2 | 1 | 5 |
| ha_1 | 10 | 4 |
| nand4b_1 | 4 | 4 |
| nand3_1 | 1 | 1 |
| a31oi_4 | 0 | 1 |
| buf_4 | 0 | 3 |
| dlygate4sd2_1 | 0 | 6 |
| inv_2 | 0 | 4 |
| o21ai_1 | 1 | 1 |
| a211oi_2 | 1 | 1 |
| ha_4 | 0 | 6 |
## critical path, delay by kind of cell
| family | cells | cell delay, ps |
|---|---|---|
| compound gates | 3 | 380 |
| fa+ha+maj | 1 | 250 |
| buf+inv | 2 | 220 |
| simple gates | 1 | 80 |
Power is estimated from default activity; no workload was simulated.
