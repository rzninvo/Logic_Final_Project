## config.mk

```make
export PLATFORM = sky130hd
export DESIGN_NAME = TemperatureAbnormalityDetector
export DESIGN_NICKNAME = TemperatureAbnormalityDetector
export VERILOG_FILES = /design/flow/design.v
export SDC_FILE = /design/flow/constraint.sdc
export NUM_CORES = 4
export LEC_CHECK = 1
export CORE_AREA = 10 10 70 70
export DIE_AREA = 0 0 80 80
```

## constraint.sdc

```tcl
current_design TemperatureAbnormalityDetector

set clk_period 4.8
set clk_io_pct 0.2

create_clock -name clk0 -period $clk_period

set non_clock_inputs [all_inputs -no_clocks]
set_input_delay [expr $clk_period * $clk_io_pct] -clock clk0 $non_clock_inputs
set_output_delay [expr $clk_period * $clk_io_pct] -clock clk0 [all_outputs]
```

## design.v

```verilog
`timescale 1ns / 1ps
module Full_Adder(
input x,
input y,
input cin,
output s, 
output cout
);
wire c1,c2,c3;
xor(s,x,y,cin);
and(c1,x,y),
(c2,x,cin),
(c3,y,cin);
or(cout,c1,c2,c3);
endmodule
`timescale 1ns / 1ps
module adder(
    input [7:0]a,
    input  [7:0]b,
    output [7:0]sum
    );
	assign sum = (a + b);
endmodule
`timescale 1ns / 1ps
module multiply(
input [3:0] Q,
input [3:0] M,
output [7:0] P
);
wire c1,c2,c3,c4,c5,c6,c7,c8,c9,c10,c11;
wire d1,d2,d3,d4,d5,d6,d7;
wire e1,e2,e3;
wire f1,f2,f3,f4,f5,f6,f7;
wire g1,g2,g3,g4;
and(c1,M[3],Q[1]),
(c2,M[2],Q[2]),
(c3,M[1],Q[3]),
(c4,M[3],Q[0]),
(c5,M[2],Q[1]),
(c6,M[1],Q[2]),
(c7,M[2],Q[0]),
(c8,M[1],Q[1]),
(c9,M[0],Q[2]),
(c10,M[1],Q[0]),
(c11,M[0],Q[1]),
(P[0],M[0],Q[0]);
Full_Adder fa1(c1,c2,c3,d2,d1);
Full_Adder fa2(c4,c5,c6,d4,d3);
Full_Adder fa3(c7,c8,c9,d6,d5);
Full_Adder fa4(c10,c11,0,P[1],d7);
and(e1,M[2],Q[3]),
(e2,M[3],Q[2]),
(e3,M[0],Q[3]);
Full_Adder fa5(e1,e2,d1,f2,f1);
Full_Adder fa6(d2,d3,f5,f4,f3);
Full_Adder fa7(d4,e3,d5,f6,f5);
Full_Adder fa8(d6,d7,0,P[2],f7);
and(g1,M[3],Q[3]);
Full_Adder fa9(g1,f1,g2,P[6],P[7]);
Full_Adder fa10(f2,f3,g3,P[5],g2);
Full_Adder fa11(f4,0,g4,P[4],g3);
Full_Adder fa12(f6,f7,0,P[3],g4);
endmodule
`timescale 1ns / 1ps
module TemperatureAbnormalityDetector(
	factoryBaseTemp,
	factoryTempCoef,
	tempSensorValue,
	temperatureAbnormality
	);
	input [7:0] factoryBaseTemp;
	input [3:0] factoryTempCoef;
	input [3:0] tempSensorValue;
	output temperatureAbnormality;
	wire [7:0] temperature;
	temperatureCalculator cal(
	.factoryBaseTemp(factoryBaseTemp),
	.factoryTempCoef(factoryTempCoef),
	.tempSensorValue(tempSensorValue),
	.temperature(temperature)
	);
	temperatureAnalyzer Tm_An(
	.temperature(temperature),
	.temperatureAbnormality(temperatureAbnormality)	
	);
endmodule
`timescale 1ns / 1ps
module temperatureAnalyzer(
	temperature,
	temperatureAbnormality);
	input [7:0] temperature;
	output temperatureAbnormality;
	assign temperatureAbnormality = (temperature > 39) || (temperature < 35);
endmodule
`timescale 1ns / 1ps
module temperatureCalculator(
	factoryBaseTemp,
	factoryTempCoef,
	tempSensorValue,
	temperature
	);
	input [7:0] factoryBaseTemp;
	input [3:0] factoryTempCoef;
	input [3:0] tempSensorValue;
	output [7:0] temperature;
	wire [7:0] p;
	wire [7:0] d;
	multiply m1(tempSensorValue, factoryTempCoef, p);
	assign d = {"000", p[7:3]};
	adder a1(factoryBaseTemp, p, temperature);
endmodule
```

## run.sh

```bash
#!/bin/bash
# OpenROAD 26Q1-2900-gdf79404cd8, Yosys 0.63+post, stock flow scripts
make -C /OpenROAD-flow-scripts/flow DESIGN_CONFIG=/design/flow/config.mk WORK_HOME=/design/flow/orfs finish
```

==> out/qor.yml <==
die:
  die_w_um: 80
  dieHeight_um: 80
  core-area_mm2: 0.003416
  die-area_mm2: 0.006400
  io-pin-count: 17
  rows: 21
  fp_util: 0.1916
detailed_routing:
  routed-via-count: 613
  post_drt_wl_per_cell_um: 9.371
  drtPass1Iterations: 2
  ant_nets: 0
  drt_iter0_markers: 18
  via_per_inst: 4.060
  route.detailed.drc: 0
  n_antenna_cell: 0
  routed_wl_um: 1415
grt:
  grt_pass1_vias: 663
  grt_overflow: 0
  use_met3: 0.01023
  met2_usage: 0.07785
  grtUsageMet1: 0.06318
  antenna_found_initial: 0
  track_usage: 0.04643
  busiest_layer: "met2"
  grt_max_degree: 8
  grt_pass1_wl_um: 2559
clock_network:
  hold_buffers: 0
pwr:
  clockPowerShare: 0
  power_frac_comb: 1.000
  p_switching_mw: 0.08467
  p_int_mw: 0.1030
  seq_power_share: 0
  power-per-cell-area_mw_per_mm2: 183.8
  finalPower_mw: 0.1877
  p_leak_nw: 0.4726
  peakVddDrop_uv: 57.65
  swShare: 0.4511
sta:
  finalHoldViolCount: 0
  min_period_over_period: 1.152
  final_max_slew_viol_count: 0
  worstMarginPinSlew_ns: 0.2644
  final.setup.tns_ns: -0.7313
  slew-limit-headroom: 0.8229
  setup_ws_ns: -0.7313
  rsz0062_at_grt: "true"
  fmax_mhz: 180.8
  setup_viol_count_final: 1
  layout_min_cycle_time_ns: 5.531
synth:
  ys_area_um2: 654.4
  netlist_area_um2: 654.4
  ys_seq_share: 0
  top_cell_area_share: 0.2753
  synth.area.top_cells: "fa_1, ha_1, and2_1, inv_1, xnor2_1"
  syn_inst: 77
  ys_warn_count: 4
  synthTopCellsByCount: "and2_1, ha_1, inv_1"
  top_cell: "and2_1"
  ys_cells: 77
  top_area_cell: "fa_1"
  syn_avg_cell_area_um2: 8.498
  synth.distinct_cells: 25
finish:
  final_util: 0.2989
  areaGrowthSynthToFinish_pct: 56.02
  flops: 0
  ff_latch_area_um2: 0
  clock_buffers: 0
  drive_gt1_frac: 0.3333
run:
  cap_violations: 0
  warnings: 35
worst_setup_path:
  required_ns: 3.84
  worstSetupPathType: "in2out"
  cp_max_fo: 7
  cp.arrival_ns: 4.57
  cp-end-kind: "primary output"
  startpoint_type: "primary input"
placement:
  pre_cts_ws_ns: -1.539
  portBuffers: 17
  gp_congestion: 0.8087
  dpl.hpwl_um: 1330
outcome:
  violations: "setup timing"
  outcome: "finished, violations left"
min_path:
  min_path_type: "in2out"
through the flow:
stage	cells	area (µm²)	hold slack, ns
3_3_place_gp	151	991.0	3.185
5_1_grt	151	1021	2.811
6_report	151	1021	2.770
4_1_cts	151	1005	2.788
3_5_place_dp	151	991.0	3.181
2_1_floorplan	77	680.7	2.134
cells in the final DEF, fill, tap and decap left out, types with 2 or more instances in the layout:
| cell type | synthesis | final |
|---|---|---|
| and2_4 | 0 | 5 |
| nand2_1 | 5 | 5 |
| fa_2 | 0 | 3 |
| fa_1 | 9 | 6 |
| buf_2 | 0 | 3 |
| inv_2 | 0 | 2 |
| ha_1 | 11 | 9 |
| clkdlybuf4s50_1 | 0 | 8 |
| nor2_1 | 2 | 2 |
| buf_6 | 0 | 2 |
| buf_4 | 0 | 12 |
| a21oi_1 | 4 | 4 |
| and2_1 | 12 | 7 |
| nor2b_1 | 2 | 2 |
| xnor2_1 | 4 | 4 |
| inv_1 | 11 | 9 |
routing by layer:
| metal | vias to the layer above | routed length (µm) |
|---|---|---|
| li1 | 321 | - |
| met4 | 0 | 0 |
| met2 | 11 | 630 |
| met5 | - | 0 |
| met1 | 281 | 712 |
| met3 | 0 | 72 |
worst paths after layout:
check             depth (start not counted)          startpoint                      to
setup / recovery                         16  factoryTempCoef[1]  temperatureAbnormality
hold / removal                            5  factoryBaseTemp[7]  temperatureAbnormality
layout make-up:
class,count,area (µm²)
Inverter,11,41.29
Timing Repair Buffer,28,240.2
Multi-Input combinational cell,66,681.9
Fill cell,362,2395
Tap cell,46,57.56
critical path, cell delays in order:
cell	delay (ns)
buf_8	0.10
and2_4	0.15
fa_1	0.49
fa_2	0.35
fa_1	0.44
ha_2	0.20
fa_2	0.33
inv_2	0.06
fa_1	0.41
inv_2	0.08
ha_4	0.22
a2111oi_4	0.29
a21oi_1	0.12
xnor2_1	0.17
nand4_1	0.09
buf_2	0.12
cells by family (layout without fill, tap and decap cells):
family / Yosys count / in the layout / share of synthesized area
AND/OR/NAND/NOR: 25 / 25 / 0.2122
XOR/XNOR: 4 / 4 / 0.05353
adder cells (fa/ha/maj): 20 / 20 / 0.4857
AND-OR/OR-AND: 16 / 16 / 0.1702
multiplexers: 1 / 1 / 0.01530
buffers and inverters: 11 / 39 / 0.06310
power groups by stage:
stage,clock network (mW),registers (mW),logic (mW)
4_1_cts,0,0,0.185
5_1_grt,0,0,0.210
6_report,0,0,0.188
timing repair:
item	in CTS	in global routing
gates resized	41	9
setup buffers	0	0
hold endpoints to repair	0	0
pin swaps	16	14
endpoints found under the setup margin	1	1
Power and IR drop assume default switching activity.
